--- ./design.v ---
module baud_gen #(
    parameter WIDTH = 14
)(
    input logic clk,
    input logic rst_n,
    input logic [WIDTH-1:0] dvsr,
    output logic tick
);
    logic [WIDTH-1:0] count;
    always_ff @(posedge clk or negedge rst_n) begin
        if(!rst_n) 
            count <= {WIDTH{1'b0}};
        else if(count == 0) 
            count <= dvsr;
        else
            count <= count - 1;
    end
    assign tick = (count == 0);
endmodule
`timescale 1ps/1ps
module uart_rx (
    input logic clk,
    input logic rst_n,
    input logic s_tick,
    input logic rx,
    output logic [7:0] rx_data,
    output logic rx_done
);
typedef enum logic [1:0] {
    IDLE,
    START,
    DATA,
    STOP
} ux_states_t;
ux_states_t current_state, next_state;
logic next_rx_done;
logic [3:0] current_count, next_count;
logic [2:0] current_bit_count, next_bit_count;
logic [7:0] data_reg, next_data_reg;
always_comb begin
    next_state = current_state;
    next_count = current_count;
    next_data_reg = data_reg;
    next_bit_count = current_bit_count;
    next_rx_done = 1'b0;
    case(current_state)
        IDLE: begin
            if(~rx) begin
                next_state = START;
                next_count = 0;
                next_bit_count = 0;
            end else begin
                next_state = IDLE;
            end
        end
        START: begin
            if(s_tick) begin
                if(current_count == 4'd7) begin
                    if(~rx) begin
                        next_count = 0;
                        next_state = DATA;
                    end else begin
                        next_state = IDLE;
                    end
                end else begin
                    next_count = current_count + 1;
                    next_state = START;
                end
            end
        end
        DATA: begin
            if(s_tick) begin
                if(current_count == 4'd15) begin
                    next_count = 0;
                    next_data_reg = {rx, data_reg[7:1]};
                    if(current_bit_count == 3'd7) begin
                        next_state = STOP;
                    end else begin
                        next_bit_count = current_bit_count + 1;
                        next_state = DATA;
                    end
                end else begin
                    next_count = current_count + 1;
                    next_state = DATA;
                end
            end
        end
        STOP: begin
            if(s_tick) begin
                if(current_count == 4'd15) begin
                    if(rx) begin 
                        next_state = IDLE;
                        next_rx_done = 1'b1;
                    end else begin
                        next_state = IDLE;
                    end
                end else begin
                    next_count = current_count + 1;
                    next_state = STOP;
                end
            end
        end
    endcase
end
always_ff @(posedge clk or negedge rst_n) begin
    if(!rst_n) begin
        current_state <= IDLE;
        current_count <= 0;
        current_bit_count <= 0;
        data_reg <= 8'd0;
        rx_done <= 1'b0;
    end else begin
        current_state <= next_state;
        current_count <= next_count;
        current_bit_count <= next_bit_count;
        data_reg <= next_data_reg;
        rx_done <= next_rx_done;
    end
end
assign rx_data = data_reg;
endmodule
module uart_top (
    input logic clk,
    input logic rst_n,
    input logic [10:0] dvsr,
    input logic tx,
    output logic rx,
    input logic tx_start,
    input logic [7:0] tx_data,
    output logic tx_done,
    output logic [7:0] rx_data,
    output logic rx_done
);
    logic s_tick;
    baud_gen #(
        .WIDTH(14)
    ) baud_gen_inst (
        .clk(clk),
        .rst_n(rst_n),
        .dvsr(dvsr),
        .tick(s_tick)
    );
    uart_tx uart_tx_inst (
        .clk(clk),
        .rst_n(rst_n),
        .s_tick(s_tick),
        .tx_start(tx_start),
        .tx_data(tx_data),
        .tx(tx),
        .tx_done(tx_done)
    );
    uart_rx uart_rx_inst (
        .clk(clk),
        .rst_n(rst_n),
        .s_tick(s_tick),
        .rx(rx),
        .rx_data(rx_data),
        .rx_done(rx_done)
    );
endmodule
`timescale 1ps/1ps
module uart_tx (
    input logic clk,
    input logic rst_n,
    input logic s_tick,
    input logic tx_start,
    input logic [7:0] tx_data,
    output logic tx,
    output logic tx_done
);
    typedef enum logic [1:0] {
        IDLE,
        START,
        DATA,
        STOP
    } ux_states_t;
    ux_states_t current_state, next_state;
    logic [3:0] current_count, next_count;
    logic [2:0] current_bit_count, next_bit_count;
    logic [7:0] data_reg, next_data_reg;
    logic next_tx, next_tx_done;
    always_comb begin
        next_state = current_state;
        next_count = current_count;
        next_bit_count = current_bit_count;
        next_tx = tx;
        next_data_reg = data_reg;
        next_tx_done = 1'b0;
        case(current_state)
        IDLE: begin
            if(tx_start) begin
                next_state = START;
                next_count = 0;
                next_data_reg = tx_data;
            end else begin
                next_state = IDLE;
            end
        end
        START: begin
            next_tx = 1'b0;
            if(s_tick)
                if(current_count == 4'd15) begin
                    next_count = 0;
                    next_bit_count = 0;
                    next_state = DATA;
                end else begin
                    next_count = current_count + 1;
                    next_state = START;
                end
        end
        DATA: begin
            next_tx = data_reg[0];
            if(s_tick) begin
                if(current_count == 4'd15) begin
                    next_data_reg = data_reg >> 1;
                    next_bit_count = current_bit_count + 1;
                    next_count = 0;
                    if(current_bit_count == 3'd7) next_state = STOP;
                end else begin
                        next_count = current_count + 1;
                        next_state = DATA;
                    end
            end
        end
        STOP: begin
            next_tx = 1'b1;
            if(s_tick) begin
                if(current_count == 4'd15) begin
                    next_state = IDLE;
                    next_tx_done = 1'b1;
                end else begin
                        next_count = current_count + 1;
                        next_state = STOP;
                    end
            end
        end
        endcase
    end
    always_ff @(posedge clk or negedge rst_n) begin
        if(!rst_n) begin
            tx <= 1'b1;
            tx_done <= 1'b0;
            current_state <= IDLE;
        end else begin
            current_state <= next_state;
            tx <= next_tx;
            current_bit_count <= next_bit_count;
            current_count <= next_count;
            data_reg <= next_data_reg;
            tx_done <= next_tx_done;
        end
    end
endmodule
--- ./run.sh ---
#!/bin/bash
# OpenROAD 26Q1-2900-gdf79404cd8, Yosys 0.63+post, stock flow scripts
make -C /OpenROAD-flow-scripts/flow DESIGN_CONFIG=/design/flow/config.mk WORK_HOME=/design/flow/orfs finish
--- ./config.mk ---
export PLATFORM = sky130hd
export DESIGN_NAME = uart_top
export DESIGN_NICKNAME = uart_top
export VERILOG_FILES = /design/flow/design.v
export SDC_FILE = /design/flow/constraint.sdc
export NUM_CORES = 4
export LEC_CHECK = 1
export CORE_AREA = 10 10 103 103
export DIE_AREA = 0 0 113 113
--- ./constraint.sdc ---
current_design uart_top

set clk_period 4.8
set clk_io_pct 0.2

create_clock -name clk0 -period $clk_period [get_ports {clk}]

set non_clock_inputs [all_inputs -no_clocks]
set_input_delay [expr $clk_period * $clk_io_pct] -clock clk0 $non_clock_inputs
set_output_delay [expr $clk_period * $clk_io_pct] -clock clk0 [all_outputs]
==> results.txt <==
Physical design

The die area stands at 12800 um2. The power report attributes to the combinational group a share of 0.236. The transition time recorded at the tightest slew-check pin is 0.603 ns. Clock-pin slew was measured on the worst setup and hold paths at 0.10 ns. Nets still carrying antenna violations after routing amount to 0. Warnings raised by the tools during the run amount to 34. The share of total power dissipated in sequential elements is 0.501.

Dividing the final minimum period by the clock period gives 0.482. The top cell type's share of synthesized area stands at 0.327. The final tally of hold violations stands at 0. The switching power of the nets stands at 0.211 mW. CTS built an H-tree with a depth of 1. The worst slew margin relative to its limit stands at 0.594. For this run, the number of Yosys warnings is 5.

Internal power comes to 0.483 mW. In this run the power density over the cells is 413 nW/um2. The count of inserted antenna diode cells stands at 0.

The post-detailed-route DRC marker count stands at 0. Per the final report, max-transition violations number 0. The average vias per placed instance stands at 3.70. The floorplan step defined a core boundary enclosing 8300 um2. Before antenna repair, the detailed router went through 4 iterations. Setup repair after global routing left no endpoint under its margin. Detailed routing inserted a total of 951 vias.

The cell type that accounts for the most area after synthesis is dfrtp_1. The number of buffer cells added on primary ports stands at 14. The main area contributors are dfrtp_1 (33%), edfxtp_1 (15%), nor2_1 (6.3%), buf_4 (5.4%), ha_1 (3.6%).

The post-CTS setup-driven buffer insertion count stands at 0. The synthesized design contains 7 enable-type register cells. The post-synthesis sequential area ratio stands at 0.498.

Clock skew on the completed layout was measured at 0.00882 ns. Looking at the reg2reg group, the worst path ends at uart_tx_inst.current_count[1]. The worst register-to-register path begins at baud_gen_inst.count[0]. The post-synthesis cell type count stands at 40. The worst setup path is captured at a register.

The critical path's slowest stage uses the library cell nor3b_2. The height of the die stands at 113 um. The data arrival time at the worst-slack endpoint stands at 2.30 ns. After layout, the design draws a total of 0.694 mW.

The first global-routing pass estimated 4.59 mm of wire. Across every metal layer, demand over resource in global routing totals 0.0420. Per the skew report, the later register of the worst-skew pair sees a clock latency of 0.27 ns.

TritonCTS built the clock tree. The worst hold path terminates at baud_gen_inst.count[0]. The summed negative setup slack over all endpoints stands at 0 ns. Note that the worst hold path type here is reg -> reg. The synthesized area divided by synthesized cell count stands at 10.1 um2. In the final report, the number of endpoints failing setup comes to 0. Per the detailed-route log, wirelength across all metal layers totals 2.60 mm. The synth_stat.txt file lists the number of cells as 136.

Counting flops and latches in the post-synthesis netlist gives 26. The script computed the net switching share of total power as 0.304. The slack of the worst reg-to-reg path stands at 2.48 ns. The run finished with clean final reports. Between the synthesized netlist and the finished layout, the area growth was recorded as 21.8%. The instance count along the most critical hold path stands at 1. 34 I/O pins were placed. Per the final layout report, the fraction of cells sized above drive strength 1 comes to 0.0789. Counting only logic cells after layout, the most numerous master is nor2_1. Counting cells, the worst reg-to-reg path comes to 6. The share of the core area taken by cells at floorplan is 0.166. The die span in x stands at 113 um. The via count of the first global-routing pass is 912. The number of buffers inserted by hold repair at cts stands at 0. Entering global routing, the biggest net connects 27 pins.

The worst setup path is of the reg -> reg kind. The required time reported for the critical path endpoint stands at 4.79 ns. The placer's final routability congestion estimate stands at 0.784. The tool flagged a number of max-cap violations equal to 0. The CTS report gives the tree buffer count as 3. The stat command in Yosys gives a chip area of 1380 um2. The total overflow reported by the global router stands at 0. The most used flip-flop cell after synthesis is dfrtp_1. Leaving out fill and tap cells, the most frequent cells in the layout are nor2_1 (23), dfrtp_1 (18), clkdlybuf4s50_1 (14), conb_1 (10). The clock drives 26 sinks.

The final period demand of the worst path stands at 2.32 ns. The power report attributes to the clock group a share of 0.263. The synthesized netlist handed to floorplanning was reported with a cell count of 136. The worst hold path begins at baud_gen_inst.count[0]. For this run the detailed placement stage logged an HPWL of 1.95 mm. Detailed-route iteration 0 reported a violation count of 45. The cell row count stands at 33. The cell leakage power stands at 0.679 nW. The routed design shows a wire length per standard cell of 10.1 um. The synthesized cell area stands at 1380 um2. The number of antenna violations at the first check in global routing came to 0. The flow reports an fmax of 432 MHz. The share of flip-flops with an asynchronous set or reset after synthesis stands at 0.731.

The highest fanout seen on the critical path stands at 26. The report lists the cells along the critical path as inv_1, ha_1, nor3b_2, nand4b_4, a21oi_1, o211a_1. For this run, the slowest stage of the critical path takes 0.44 ns. The post-cts resize count stands at 0. The clock passes through at most 2 buffers. The analysis reports a worst IR drop on VDD of 0.000145 V. STA classifies the critical path startpoint as a register. Clock tree synthesis selected as its root buffer the cell clkbuf_8.
==> cells in the mapped netlist, types with 2 or more instances <==
master / n
edfxtp_1: 7
dfrtp_1: 18
buf_4: 10
xnor2_1: 5
inv_1: 4
a21oi_1: 7
o21ai_1: 2
nor4_1: 3
nand3_1: 6
nor2b_1: 3
nor2_1: 23
o21a_1: 3
xor2_1: 4
and2_1: 3
o21ai_0: 4
nand2_1: 7
ha_1: 4
==> logic make-up (layout without fill, tap and decap cells) <==
group / after synthesis / after routing / share of synthesized area
AND-OR/OR-AND: 19 / 19 / 0.0826
XOR/XNOR: 9 / 9 / 0.0572
adder cells (fa/ha/maj): 4 / 4 / 0.0363
buffers and inverters: 16 / 23 / 0.0717
flip-flops: 26 / 26 / 0.498
multiplexers: 2 / 2 / 0.0154
other: 1 / 10 / 0.00272
AND/OR/NAND/NOR: 59 / 59 / 0.236
==> cell type report <==
type                       instances  area, um2
multi-input combinational        103        627
tap                              105        131
inverter                           4       15.0
timing repair buffer              15        148
sequential                        26        687
clock inverter                     1       30.0
clock buffer                       3       41.3
fill                             897       6620
==> worst max-delay path by stage <==
stage,from,to,slack (ns),cells past startpoint
final,baud_gen_inst.count[0],uart_tx_inst.current_count[1],2.48,6
after CTS,baud_gen_inst.count[0],uart_tx_inst.current_count[3],2.48,6
after global routing,baud_gen_inst.count[0],uart_tx_inst.current_count[3],2.29,6
==> worst max-delay path, delay by kind of cell (launching register included) <==
family / cells / cell delay, ns
and+or+nand+nor: 2 / 0.87
AOI/OAI and AO/OA: 2 / 0.49
DFF: 1 / 0.43
adders and majority gates: 1 / 0.17
buffers and inverters: 1 / 0.07
==> per-stage QoR <==
step / instances / hold slack [ns] / util / cell area (um2) / worst slack, ns
after detailed placement: 253 / 0.505 / 0.194 / 1610 / 2.33
after global routing: 257 / 0.560 / 0.202 / 1680 / 2.29
after global placement: 253 / 0.504 / 0.194 / 1610 / 2.35
after floorplan: 145 / 0.476 / - / 1410 / 2.86
final: 257 / 0.520 / 0.202 / 1680 / 2.48
after CTS: 257 / 0.521 / 0.202 / 1680 / 2.48
==> per-layer routing <==
metal,global-route usage,vias to the layer above,share of wire
met2,0.0572,19,0.41
met1,0.0638,448,0.50
met5,0,-,0
li1,-,482,-
met3,0.0134,2,0.063
met4,0.00677,0,0.020
==> flip-flops by register name, indices dropped and copies added (netlist names) <==
register,flops
baud_gen_inst.count,14
uart_tx_inst.current_bit_count,3
uart_tx_inst.current_count,4
uart_tx_inst.current_state,4
uart_tx_inst.tx_done,1
==> power groups by stage <==
stage	Sequential, mW	Combinational [mW]	Clock [mW]
global route	0.359	0.189	0.200
finish	0.348	0.164	0.182
CTS	0.348	0.167	0.187
Power and IR drop assume default switching activity.
